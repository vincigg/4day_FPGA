**./design.v**
```verilog
module m_4bitadder(A, B, Cin, S, Cout);
input [3:0] A, B;
input Cin;
output [3:0] S;
output Cout;
wire [3:0] C;
m_fulladder m0(
    .A(A[0]),
    .B(B[0]),
    .Cin(Cin),
    .S(S[0]),
    .Cout(C[0])
);
m_fulladder m1(
    .A(A[1]),
    .B(B[1]),
    .Cin(C[0]),
    .S(S[1]),
    .Cout(C[1])
);
m_fulladder m2(
    .A(A[2]),
    .B(B[2]),
    .Cin(C[1]),
    .S(S[2]),
    .Cout(C[2])
);
m_fulladder m3(
    .A(A[3]),
    .B(B[3]),
    .Cin(C[2]),
    .S(S[3]),
    .Cout(Cout)
);
endmodule
module m_fulladder(A, B, Cin, S, Cout);
input A, B, Cin;
output S, Cout;
assign S = (A^B)^Cin;
assign Cout = (A&B)|( (A^B) & Cin);
endmodule
```
**./run.sh**
```bash
#!/bin/bash
# OpenROAD 26Q1-2900-gdf79404cd8, Yosys 0.63+post, stock flow scripts
make -C /OpenROAD-flow-scripts/flow DESIGN_CONFIG=/design/flow/config.mk WORK_HOME=/design/flow/orfs finish
```
**./config.mk**
```make
export PLATFORM = sky130hd
export DESIGN_NAME = m_4bitadder
export DESIGN_NICKNAME = m_4bitadder
export VERILOG_FILES = /design/flow/design.v
export SDC_FILE = /design/flow/constraint.sdc
export NUM_CORES = 4
export LEC_CHECK = 1
export CORE_AREA = 10 10 70 70
export DIE_AREA = 0 0 80 80
```
**./constraint.sdc**
```tcl
current_design m_4bitadder

set clk_period 5.0
set clk_io_pct 0.2

create_clock -name clk0 -period $clk_period

set non_clock_inputs [all_inputs -no_clocks]
set_input_delay [expr $clk_period * $clk_io_pct] -clock clk0 $non_clock_inputs
set_output_delay [expr $clk_period * $clk_io_pct] -clock clk0 [all_outputs]
```
==> results.toml <==
# synthesis and place-and-route metrics
[outcome]
status = "finished, final reports clean"

[detailed_routing]
drtAntennaViolNets = 0
dr.pass1.iters = 1
n_antenna_cell = 0
drt_iter0_drc = 0
routed_wl_um = 420
routedWlPerCell_um = 5.68
vias_per_cell = 1.70
vias = 126
drc = 0

[finish]
fillCellCount = 408
area_delta_synth_final_pct = 114
design.seq.count = 0
ff_latch_area_um2 = 0
drive_gt1_share_pct = 0
n_clock_buffer = 0

[pwr]
p_sw_share_pct = 27.7
p_int_w = 0.0000204
seq_power_share_pct = 0
power_density_mw_per_mm2 = 89.6
switchingPower_w = 0.00000782
power.total_w = 0.0000282
leakagePower_nw = 0.137
vdd_drop_max_uv = 23.3
power_frac_clock_pct = 0
comb_power_share_pct = 100.0

[clocking]
ctsHoldBuffers = 0
cts_resized = 0
postCtsSetupBuffers = 0

[floorplan]
fp_util_pct = 4.32
chipWidth_um = 80
fp.coreArea_mm2 = 0.00342
rows = 21
ios = 14
dieHeight_um = 80
dieArea_mm2 = 0.00640

[final_timing]
rsz0062_at_grt = "no"
period_needed_ns = 4.44
drv_slew = 0
setup_tns_ns = 0
tightest_slew_ns = 0.102
max_slew_margin_pct = 93.2
finalCritPeriodShare_pct = 88.9
hold_violations = 0
fmax_ghz = 0.225
setup_violations = 0

[placement]
routabilityCongestion = 0.783
dp_hpwl_um = 418
io_buffers = 14

[yosys]
avgSynthCellArea_um2 = 8.20
synth_cell_types = 3
synth_top_cell_by_area = "fa_1"
yosys_cells = 18
top_cell = "inv_1"
ys_seq_share_pct = 0
postSynthCellCount = 18
netlist_area_um2 = 148
top_cells_by_area = "fa_1 54%, inv_1 25%, buf_4 20%"
ys_area_um2 = 148
yosys_warnings = 0
common_cells = "10 x inv_1, 4 x buf_4, 4 x fa_1"
yosysTopAreaCellShare_pct = 54.2

[worst_setup_path]
cp-end-kind = "primary output"
slowest_stage = "clkdlybuf4s50_1"
cp_max_fo = 1
crit_family = "adder cells"
arrival_ns = 3.44
worstPathRequired_ns = 4.00
path_buffers = 6
critPathMaxStageDelay_ns = 0.46
startpoint_type = "input pin"
crit_type = "in -> out"
path_cells = "clkdlybuf4s50_1 > inv_1 > fa_1 > inv_1 > fa_1 > fa_1 > inv_1 > fa_1 > inv_1 > clkdlybuf4s50_1"

[global_routing]
grt-ovfl-total = 0
grt_pass1_vias = 143
antenna_found_initial = 0
grt_util_all_layers_pct = 1.32
grt_max_degree = 2
grt_pass1_wl_um = 655

[run]
tool_warnings = 32
max-cap-violations = 0

[hold_path]
min_path_type = "in -> out"
[metal layers]
metal	vias up	global-route usage [%]	routed length (µm)
met5	-	0	0
met2	14	1.44	87
met1	52	2.14	243
met3	0	0.795	89
li1	60	-	-
met4	0	0	0
[final timing paths]
| path | startpoint | to | slack [ns] | cells past startpoint |
|---|---|---|---|---|
| hold / removal | Cin | S[0] | 3.05 | 5 |
| setup / recovery | A[0] | S[3] | 0.56 | 10 |
[final cells by class]
type	count	area (µm²)	share of cell area, %
Timing Repair Buffer	14	140	44.4
Tap cell	46	57.6	18.3
Inverter	10	37.5	11.9
Multi-Input combinational cell	4	80.1	25.4
[layout by cell type (no fill, tap or decap)]
master,instances
clkdlybuf4s50_1,14
inv_1,10
fa_1,4
[through the flow]
step	utilization, %	area, µm²	cells	setup WS (ns)	hold slack [ns]
5_1_grt	9.23	315	74	0.377	3.10
4_1_cts	9.23	315	74	0.508	3.06
3_3_place_gp	9.23	315	74	0.537	3.04
6_report	9.23	315	74	0.555	3.05
3_5_place_dp	9.23	315	74	0.513	3.06
2_1_floorplan	-	148	18	1.42	2.22
[worst min-delay path, stage by stage]
cell,delay [ns]
clkdlybuf4s50_1,0.40
inv_1,0.06
fa_1,0.16
inv_1,0.04
clkdlybuf4s50_1,0.39
[power groups by stage]
stage	combinational, W	sequential [W]	clock [W]
after CTS	0.0000295	0	0
after global routing	0.0000322	0	0
final	0.0000282	0	0
[cells by family (layout without fill, tap and decap cells)]
group / Yosys count / count (layout) / synth area share, %
buffers and inverters: 14 / 24 / 45.8
adders and majority gates: 4 / 4 / 54.2
