==> flow/design.v <==
module m_8bitcounter(
    input [1:0] S,
    input CLK,
    input EN,
    input [7:0] IN,
    output reg [7:0] OUT,
    output reg RCO  
);
always @(posedge CLK)begin
    RCO = (OUT == 'hff)? 1'b1 : 1'b0;
    case(S)
        2'b00: begin
            OUT <= 0;
        end
        2'b01:begin
            if (EN) begin
                OUT <= OUT - 1'b1;  
            end
        end
        2'b10:begin
            OUT <= IN;
        end
        2'b11:begin
            if (EN) begin
                OUT <= OUT + 1'b1;  
            end
        end
     endcase 
end
always @(negedge CLK)
    RCO = (OUT == 'hff)? 1'b1 : 1'b0;  
endmodule
module m_pwm(
    input [7:0] limit_value,  
    input CLK,
    input EN,
    output reg SO    
);
reg [1:0] S = 2'b00;  
wire [7:0] triang;
m_8bitcounter c0(
    .CLK(CLK),
    .S(S),
    .EN(EN),
    .OUT(triang)
);
always @(posedge CLK) begin
    if (EN) begin
        S = 2'b11;  
        if (triang < limit_value)
            SO = 1'b1;
        else
            SO = 1'b0;
    end
end
endmodule
==> flow/run.sh <==
#!/bin/bash
# OpenROAD 26Q1-2900-gdf79404cd8, Yosys 0.63+post, stock flow scripts
make -C /OpenROAD-flow-scripts/flow DESIGN_CONFIG=/design/flow/config.mk WORK_HOME=/design/flow/orfs finish
==> flow/config.mk <==
export PLATFORM = sky130hd
export DESIGN_NAME = m_pwm
export DESIGN_NICKNAME = m_pwm
export VERILOG_FILES = /design/flow/design.v
export SDC_FILE = /design/flow/constraint.sdc
export NUM_CORES = 4
export LEC_CHECK = 1
export CORE_AREA = 10 10 74 74
export DIE_AREA = 0 0 84 84
==> flow/constraint.sdc <==
current_design m_pwm

set clk_period 1.8
set clk_io_pct 0.2

create_clock -name clk0 -period $clk_period [get_ports {CLK}]

set non_clock_inputs [all_inputs -no_clocks]
set_input_delay [expr $clk_period * $clk_io_pct] -clock clk0 $non_clock_inputs
set_output_delay [expr $clk_period * $clk_io_pct] -clock clk0 [all_outputs]
==> results_slide.txt <==
Physical Implementation Snapshot

Outcome
  – Status: complete, no violations

Setup path
  – Setup Crit Path Kind: in2reg
  – Startpoint Class: input pin
  – Crit path max-delay family: buffers and inverters
  – Largest stage delay, worst path: 450 ps
  – Crit path cell chain: clkdlybuf4s50_1 -> inv_1 -> ha_1 -> nand3_1 -> o211ai_1 -> a21oi_1
  – Worst flop-to-flop path startpoint: c0.OUT[2]
  – Worst Path Buf+Inv: 2
  – CP Capture Type: register
  – Worst reg2reg endpoint: SO
  – Crit path required time: 1780 ps
  – R2R depth: 4
  – Worst endpoint data arrival time: 1490 ps
  – R2r setup slk: 400 ps
  – Critical path's slowest cell: clkdlybuf4s50_1
  – CP Max Fanout: 3

STA
  – RSZ-0062 raised after global routing: false
  – Post-route worst setup slack: 290.3 ps
  – Worst Clk Skew: 1.784 ps
  – Final Hold Viols: 0
  – Fin. max-slew vios: 0
  – Hold Slack: 586.2 ps
  – Max Clk Rate: 0.6624 GHz
  – Final setup viols: 0
  – Sum Neg Setup Slack: 0 ps
  – Final Critical Period: 1510 ps
  – Tcrit/Tclk final: 83.87%

Global route
  – First-pass GRT wire length: 1849 um
  – Met1 Usage GRT: 2.910%
  – Initial antenna violation count: 0
  – Busiest grt layer: met2
  – Number of global-route vias before repair: 478
  – Met2 Usage GRT: 5.505%
  – GR met3 Demand/Resource: 2.264%
  – GRT Util Overall: 3.148%
  – GR Overflow Total: 0
  – Largest net degree at the start of global routing: 9

Power
  – VDD IR max: 239.6 uV
  – Switching portion of total power: 25.05%
  – Pwr Density: 797.1 mW/mm2
  – Clock share of power: 34.0%
  – Static leakage: 0.3344 nW
  – Sw power: 0.1699 mW
  – Sequential share of power: 48.4%
  – Pint: 0.5083 mW
  – Total power: 0.6782 mW
  – Gate power share: 17.6%

Hold path
  – Hold/Removal Path Class: reg2reg
  – Hold path endpoint: c0.OUT[1]
  – WHS Path Cells: 1
  – Worst Min Path Start: S[0]

Placement
  – Detail Placement HPWL: 957.8 um
  – GPL Wtd Cong: 0.8071
  – DP Area: 805.8 um2
  – Input/output buffers: 10
  – Placed Cells: 124
  – DP Worst Slack: 32.21 ps

Synthesis
  – Cell Area, Synth: 635.6 um2
  – Count of state elements after synthesis: 10
  – Top cells, area: edfxtp_1 (47%), ha_1 (16%), a21oi_1 (5.5%)
  – Synth Seq Share: 47.24%
  – Synth warn: 10
  – Max-area cell share: 47.24%
  – Syn Area/Cell: 10.09 um2
  – Mapped Cells: 63
  – Synth cell types: 18
  – Synthesis area per yosys: 635.6 um2
  – # Cells Yosys: 63
  – Biggest area consumer among synthesized cells: edfxtp_1

Die
  – CORE AREA: 0.003971 mm2
  – Fp util: 16.01%
  – Std cell rows: 23
  – Ports: 11
  – Die H: 84 um
  – Die area: 0.007056 mm2
  – Chip Width: 84 um

Layout
  – Fraction of layout cells with a size suffix above 1: 7.692%
  – Non-filler cells in the finished layout: 128
  – Combinational gate area: 305.3 um2
  – Fillcell total: 432
  – Area Overhead vs Synth: 33.86%
  – Finished Cell Area: 850.8 um2
  – Storage cell area: 300.3 um2
  – Final Util: 21.42%
  – Top Layout Cells: edfxtp_1 (10), clkdlybuf4s50_1 (10), inv_1 (8), ha_1 (8), a21oi_1 (7)

Route
  – ANT nets after route: 0
  – Drt first-iter violations: 53
  – Drt drc: 0
  – Antenna Cells: 0
  – First drt pass iteration count: 4
  – Total number of vias: 482
  – DR vias/cell: 3.766
  – Final wirelength: 1168 um
  – WL per Instance: 9.125 um

Clock tree
  – Clk root buf: clkbuf_8
  – Cts hold-fix bufs: 0
  – Clock transition at path regs: 50 ps
  – H-tree depth: 1
  – CTS Buf Count: 3
  – Cts repair resizes: 0
  – Clk sinks: 10
  – CTS tree: yes
  – Skew-Pair Late Insertion Delay: 230 ps
  – Post-CTS setup buffer count: 0
  – Max Buffers Root-to-Sink: 2

Flow run
  – Max-cap violations: 0
  – Tool warnings: 25
-- state kept, by name, summed over array words and instances (netlist names) --
| register | flops |
|---|---|
| c0.OUT | 8 |
| SO | 1 |
| S | 1 |
-- Yosys cell counts --
cell type	instances
nand3_2	2
o211ai_1	1
a21oi_1	7
xnor2_1	1
nand2b_1	1
inv_1	8
ha_1	8
nand3_1	3
edfxtp_1	10
xor2_1	2
nand2_1	4
nand4_1	1
or3_1	3
nor2b_1	1
nor2_1	5
and2_1	1
o21ai_0	4
conb_1	1
-- logic make-up (layout without fill, tap and decap cells) --
kind of cell / count (synthesis) / count (layout) / synth area share (%)
adders and majority gates: 8 / 8 / 15.75
DFF: 10 / 10 / 47.24
xor gates and xnor gates: 3 / 3 / 4.135
and+or+nand+nor: 21 / 21 / 17.72
AOI/OAI and AO/OA: 12 / 12 / 9.843
other: 1 / 1 / 0.5900
buffers and inverters: 8 / 23 / 4.725
-- worst reg2reg max path, stage by stage (launching register included) --
cell and delay (ps):
edfxtp_1 480, ha_1 340, nand2_1 50, o21ai_0 180, a21oi_1 90
-- power groups by stage --
stage	clock network (mW)	logic (mW)	registers (mW)
4_1_cts	0.236	0.122	0.329
5_1_grt	0.249	0.137	0.333
6_report	0.231	0.119	0.329
-- area by class of cell --
cell class	instances	area share (%)
multi-input combinational	45	35.88
sequential	10	35.29
timing repair buffer	11	12.65
tap	50	7.353
clock buffer	3	4.853
inverter	8	3.529
clock inverter	1	0.4412
-- routing by layer --
| layer | routed length (um) | part of all wire, % | vias to the layer above |
|---|---|---|---|
| met5 | 0 | 0 | - |
| met4 | 14 | 1.2 | 0 |
| met3 | 121 | 10 | 2 |
| met2 | 582 | 50 | 15 |
| met1 | 450 | 39 | 216 |
| li1 | - | - | 249 |
-- worst max-delay path by stage --
stage / slack (ps) / cells past startpoint / start / to
6_report: 290 / 6 / limit_value[7] / SO
5_1_grt: 230 / 6 / limit_value[2] / SO
4_1_cts: 270 / 6 / limit_value[2] / SO
Power and IR drop assume default switching activity.
